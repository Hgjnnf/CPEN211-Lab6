==> flow/design.v <==
module ALU(Ain, Bin, ALUop, out, Z);
	input [15:0] Ain, Bin;
	input [1:0] ALUop;
	output reg Z;
	output reg [15:0] out;
	always@(*) begin
		casex(ALUop)
			2'b00: out = Ain + Bin;
			2'b01: out = Ain - Bin;
			2'b10: out = Ain & Bin;
			2'b11: out = ~Bin;
			default: out = 16'bxxxxxxxxxxxxxxxx;
		endcase
		Z = (out == 16'b0) ? 1'b1 : 1'b0;
	end
endmodule
module cpu(clk, reset, s, load, in, out, N, V, Z, w);
    input clk, reset, s, load;
    input [15:0] in;
    output [15:0] out;
    output reg N, V, Z, w;
    parameter Swait = 4'b0000, Sdecode = 4'b0001, SgetA = 4'b0010, SgetB = 4'b0011, Swrite = 4'b0100, Srewrite = 4'b0101, Salu = 4'b0110, Sshift = 4'b0111, Sloadout = 4'b1000;
    wire [15:0] decoder_in;
    reg [1:0] op, shift;
    reg [15:0] sximm5, sximm8;
    reg [2:0] opcode, readnum, writenum;
    reg [3:0] state;
    reg [2:0] nsel;
    reg [1:0] vsel;
    reg loada, loadb, asel, bsel, loadc, loads, write;
    wire [2:0] Z_out;
    vDFFE #(16) Instruct_Reg(clk, load, in, decoder_in);
    always@(*) begin
        op = decoder_in[12:11];
        sximm5 = { {11{decoder_in[4]}}, decoder_in[4:0] };
        sximm8 = { {8{decoder_in[7]}}, decoder_in[7:0] };
        shift = decoder_in[4:3];
        opcode = decoder_in[15:13];
    end
    always@(*)begin
       case(nsel)
            3'b001: begin
                readnum = decoder_in[2:0];
                writenum = decoder_in[2:0];
            end  
            3'b010: begin
                readnum = decoder_in[7:5];
                writenum = decoder_in[7:5];
            end  
            3'b100: begin
                readnum = decoder_in[10:8];
                writenum = decoder_in[10:8];
            end  
            default: {readnum, writenum} = 3'b0;
        endcase 
    end
    always @(posedge clk) begin
        if(reset == 1'b1) {w, state} = {1'b1, Swait};
        else begin
            case(state)
                Sdecode: begin
                    if(opcode == 3'b110 && op == 2'b10) {w, state} = {1'b0, Swrite};
                    else {w, state} = {1'b0, SgetA};
                end
                Swrite: state = Swait;
                Swait: begin 
                    state = (s == 1'b1) ? Sdecode : Swait;
                    w = 1'b1;
                end
                SgetA: state = SgetB;
                SgetB: begin
                    if(opcode == 3'b110 && op == 2'b0) state = Sshift;
                    else if(opcode == 3'b101) state = Salu;
                end
                Salu: state = Sloadout;
                Sshift: state = Sloadout;
                Sloadout: state = Srewrite;
                Srewrite: state = Swait;
                default: {state, w} = {Swait, 1'b1};
            endcase
        end
        case(state)
            SgetA: {nsel, loada, loadb} = {3'b100, 1'b1, 1'b0};
            SgetB: {nsel, loadb, loada} = {3'b001, 1'b1, 1'b0};
            Salu: {asel, bsel} = {1'b0, 1'b0};
            Sshift: {asel, bsel} = {1'b1, 1'b0};
            Sloadout: {loadc, loads} = {1'b1, 1'b1};
            Srewrite: {vsel, nsel, write} = {2'b0, 3'b010, 1'b1};
            Swrite: {vsel, nsel, write} = {2'b10, 3'b100, 1'b1};
            default: begin 
                {nsel, vsel} = {3'b0, 2'b0};
                {loada, loadb, loadc, loads, asel, bsel, write} = 1'b0;
            end
        endcase
    end
    datapath DP(
        .clk(clk), 
        .readnum(readnum), 
        .vsel(vsel), 
        .loada(loada), 
        .loadb(loadb), 
        .shift(shift),
        .asel(asel),
        .bsel(bsel),
        .ALUop(op),
        .loadc(loadc),
        .loads(loads),
        .writenum(writenum),
        .write(write),
        .mdata(16'b0),
        .PC(8'b0),
        .sximm5(sximm5),
        .sximm8(sximm8),
        .Z_out(Z_out),
        .datapath_out(out)
    );
    always @(*) begin
        V = Z_out[2];
        N = Z_out[1];
        Z = Z_out[0];
    end
endmodule
module datapath(clk,readnum,vsel,loada,loadb,shift,asel,bsel,ALUop,loadc,loads,writenum,write,mdata,PC,sximm5,sximm8,Z_out,datapath_out);
  input clk;
  input [2:0] readnum, writenum;
  input [1:0] ALUop, shift;
  input write, loada, loadb, asel, bsel, loadc, loads;
  input [1:0] vsel;
  input [15:0] sximm5, sximm8, mdata;
  input [7:0] PC;
  output [15:0] datapath_out;
  output [2:0] Z_out;
  wire [15:0] data_out;
  wire [15:0] out;
  wire [15:0] sout;
  wire Z;
  wire [15:0] in;
  wire [15:0] in_loadA;
  wire [15:0] datapath_out;
  wire [2:0] Z_out;
  reg [15:0] data_in;
  reg [15:0] Ain;
  reg [15:0] Bin;
  reg [2:0] status_in;
  regfile REGFILE(.data_in(data_in),.writenum(writenum),.write(write),.readnum(readnum),.clk(clk),.data_out(data_out));
  ALU U2(.Ain(Ain),.Bin(Bin),.ALUop(ALUop),.out(out),.Z(Z));
  shifter U1(.in(in),.shift(shift),.sout(sout));
  always@(*)begin   
    case(vsel)
      2'b00: data_in = datapath_out;
      2'b01: data_in = {8'b0, PC};
      2'b10: data_in = sximm8;
      2'b11: data_in = mdata;
      default: data_in = 16'b0;
    endcase
  end
  always@(*)begin
    if(asel == 1'b1)  
      Ain = 16'b0000000000000000;
    else
      Ain = in_loadA;
  end
  always@(*)begin
    if(bsel == 1'b1)  
      Bin = sximm5;
    else
      Bin = sout;
  end
  always@(*) begin
    status_in[2] = (Ain[15]^Bin[15]) ? 0 : (out[15]^Ain[15]);
    status_in[1] = out[15];
    status_in[0] = Z;
  end
  vDFFE #(16) A(clk, loada, data_out, in_loadA);
  vDFFE #(16) B(clk, loadb, data_out, in);
  vDFFE #(16) C(clk, loadc, out, datapath_out);
  vDFFE #(3) STATUS(clk, loads, status_in, Z_out);
endmodule
module lab6_top(KEY,SW,LEDR,HEX0,HEX1,HEX2,HEX3,HEX4,HEX5,CLOCK_50);
  input [3:0] KEY;
  input [9:0] SW;
  output [9:0] LEDR; 
  output [6:0] HEX0, HEX1, HEX2, HEX3, HEX4, HEX5;
  input CLOCK_50;
  wire [15:0] out, ir;
  input_iface IN(CLOCK_50, SW, ir, LEDR[7:0]);
  wire Z, N, V;
  cpu U( .clk   (~KEY[0]),  
         .reset (~KEY[1]), 
         .s     (~KEY[2]),
         .load  (~KEY[3]),
         .in    (ir),
         .out   (out),
         .Z     (Z),
         .N     (N),
         .V     (V),
         .w     (LEDR[9]) );
  assign HEX5[0] = ~Z;
  assign HEX5[6] = ~N;
  assign HEX5[3] = ~V;
  sseg H0(out[3:0],   HEX0);
  sseg H1(out[7:4],   HEX1);
  sseg H2(out[11:8],  HEX2);
  sseg H3(out[15:12], HEX3);
  assign HEX4 = 7'b1111111;
  assign {HEX5[2:1],HEX5[5:4]} = 4'b1111;  
  assign LEDR[8] = 1'b0;
endmodule
module input_iface(clk, SW, ir, LEDR);
  input clk;
  input [9:0] SW;
  output [15:0] ir;
  output [7:0] LEDR;
  wire sel_sw = SW[9];  
  wire [15:0] ir_next = sel_sw ? {SW[7:0],ir[7:0]} : {ir[15:8],SW[7:0]};
  vDFF #(16) REG(clk,ir_next,ir);
  assign LEDR = sel_sw ? ir[7:0] : ir[15:8];  
endmodule         
module vDFF(clk,D,Q);
  parameter n=1;
  input clk;
  input [n-1:0] D;
  output [n-1:0] Q;
  reg [n-1:0] Q;
  always @(posedge clk)
    Q <= D;
endmodule
module sseg(in,segs);
  input [3:0] in;
  output reg [6:0] segs;
  always@(*) begin
		case(in)
			4'b0000: segs = 7'b1000000;
			4'b0001: segs = 7'b1111001;
			4'b0010: segs = 7'b0100100;
			4'b0011: segs = 7'b0110000;
			4'b0100: segs = 7'b0011001;
			4'b0101: segs = 7'b0010010;
			4'b0110: segs = 7'b0000010;
			4'b0111: segs = 7'b1111000;
			4'b1000: segs = 7'b0000000;
			4'b1001: segs = 7'b0011000;
			4'b1010: segs = 7'b0001000;
			4'b1011: segs = 7'b0000011;
			4'b1100: segs = 7'b1000110;
			4'b1101: segs = 7'b0100001;
			4'b1110: segs = 7'b0000110;
			4'b1111: segs = 7'b0001110;
			default: segs = 7'b1111111;
		endcase
	end 
endmodule
module regfile(data_in, writenum, write, readnum, clk, data_out);
	input [15:0] data_in;
	input [2:0] writenum, readnum;
	input write, clk;
	output reg [15:0] data_out;
	reg [7:0] writenum_out, readnum_out;
	reg [15:0] R0, R1, R2, R3, R4, R5, R6, R7;
	always@(*) begin
		writenum_out = 8'b0;
		case(writenum)
			3'b000: writenum_out[0] = 1'b1;
			3'b001: writenum_out[1] = 1'b1;
			3'b010: writenum_out[2] = 1'b1;
			3'b011: writenum_out[3] = 1'b1;
			3'b100: writenum_out[4] = 1'b1;
			3'b101: writenum_out[5] = 1'b1;
			3'b110: writenum_out[6] = 1'b1;
			3'b111: writenum_out[7] = 1'b1;
			default: writenum_out = 8'b0;
		endcase
	end
	always@(posedge clk) begin
		if(write) begin
			case(writenum_out)
				8'b00000001: R0 = data_in;
				8'b00000010: R1 = data_in;
				8'b00000100: R2 = data_in;
				8'b00001000: R3 = data_in;
				8'b00010000: R4 = data_in;
				8'b00100000: R5 = data_in;
				8'b01000000: R6 = data_in;
				8'b10000000: R7 = data_in;
				default: {R0, R1, R2, R3, R4, R5, R6, R7} = {8'b0, 8'b0, 8'b0, 8'b0, 8'b0, 8'b0, 8'b0, 8'b0};
			endcase
		end
	end
	always@(*) begin
		readnum_out = 8'b0;
		case(readnum)
			3'b000: readnum_out[0] = 1'b1;
			3'b001: readnum_out[1] = 1'b1;
			3'b010: readnum_out[2] = 1'b1;
			3'b011: readnum_out[3] = 1'b1;
			3'b100: readnum_out[4] = 1'b1;
			3'b101: readnum_out[5] = 1'b1;
			3'b110: readnum_out[6] = 1'b1;
			3'b111: readnum_out[7] = 1'b1;
			default: readnum_out = 8'b0;
		endcase
	end
	always@(*) begin
		case(readnum_out)
			8'b00000001: data_out = R0;
			8'b00000010: data_out = R1;
			8'b00000100: data_out = R2;
			8'b00001000: data_out = R3;
			8'b00010000: data_out = R4;
			8'b00100000: data_out = R5;
			8'b01000000: data_out = R6;
			8'b10000000: data_out = R7;
			default: data_out = 16'b0;
		endcase
	end
endmodule
module shifter(in, shift, sout);
	input [15:0] in;
	input [1:0] shift;
	output reg [15:0] sout;
	always@(*) begin
		case(shift)
			2'b00: sout = in;
			2'b01: sout = in << 1;
			2'b10: sout = in >> 1;
			2'b11: begin
				sout = in >> 1;
				sout[15] = in[15];
			end
			default: sout = in;
		endcase
	end
endmodule
module vDFFE(clk, load, in, out);
  parameter n=1;
  input clk, load;
  input [n-1:0] in;
  output [n-1:0] out;
  reg [n-1:0] out;
  reg [n-1:0] vDFF_in;
  always@(*)
    vDFF_in = (load) ? in : out;
  always @(posedge clk)
    out = vDFF_in;
endmodule
==> flow/run.sh <==
#!/bin/bash
# OpenROAD 26Q1-2900-gdf79404cd8, Yosys 0.63+post, stock flow scripts
make -C /OpenROAD-flow-scripts/flow DESIGN_CONFIG=/design/flow/config.mk WORK_HOME=/design/flow/orfs finish
==> flow/config.mk <==
export PLATFORM = sky130hd
export DESIGN_NAME = lab6_top
export DESIGN_NICKNAME = lab6_top
export VERILOG_FILES = /design/flow/design.v
export SDC_FILE = /design/flow/constraint.sdc
export NUM_CORES = 4
export LEC_CHECK = 1
export CORE_UTILIZATION = 50
==> flow/constraint.sdc <==
current_design lab6_top

set clk_period 1.0
set clk_io_pct 0.2

create_clock -name clk0 -period $clk_period [get_ports {CLOCK_50}]

set non_clock_inputs [all_inputs -no_clocks]
set_input_delay [expr $clk_period * $clk_io_pct] -clock clk0 $non_clock_inputs
set_output_delay [expr $clk_period * $clk_io_pct] -clock clk0 [all_outputs]
==> run summary <==
Via density -> 5.510
Pleak -> 0.005483 uW
YS chip area -> 12880 um^2
CP startpoint kind -> flop
IO Port Bufs -> 53
VDD IR max -> 1.061 mV
Min-Delay Path Class -> in2reg
sequential cell area -> 7297 um^2
DIE AREA -> 26400 um^2
Slew @ Worst Pin -> 0.9022 ns
Placer Congestion -> 0.8357
register pins left without a clock -> 241
antenna violation net count after detailed routing -> 0
fp util -> 51.00%
Reg clk slew, reported paths -> 0.05 ns
simple share -> 16.47%
Critical Path Max Stage Delay -> 0.39 ns
pwr/cell area -> 308.6 nW/um^2
Fin Setup TNS -> -1.705 ns
Tool Warnings -> 49
peak fanout along the critical path -> 2
Pre-antenna DRT Iters -> 5
die height -> 162.5 um
asr flop ratio synth -> 0%
DP Wirelength -> 20.42 mm
final critical-path required period -> 1.227 ns
drt wl/cell -> 17.96 um
Routed Wire Length -> 28.67 mm
Registers, synthesis -> 257
Top area cell types -> edfxtp_1, dfxtp_1, nor2_1, nand2_1, ha_1
main flop type -> edfxtp_1
Worst Setup SP -> IN.REG.Q[10]$_DFFE_PP_
CP Class -> reg2out
fin crit share -> 122.7%
crit path cell chain -> mux2_4, buf_2
Yosys top cell by instances -> edfxtp_1
Avg Inst Size Synth -> 10.76 um^2
aoi share -> 12.12%
CP Capture Type -> output port
crit path DRT -> 0.80 ns
Setup Viol. Count Final -> 8
status -> complete, but fails checks
Hold WS -> 0.3233 ns
Top cell area share -> 50.13%
routed via count -> 8794
CP arrival -> 1.03 ns
CTS buffer count -> 3
cell type with the largest total area -> edfxtp_1
largest net degree at the start of global routing -> 95
first-pass GRT wire length -> 45.12 mm
cts hold-fix bufs -> 0
vias in the first global route -> 8305
DRC -> 0
xor+xnor area frac -> 1.836%
Clock Tree Buf Depth -> 2
unrepaired setup endpoints after global routing -> yes
Yosys Instances -> 1197
Core Area -> 25250 um^2
Slowest cell on crit path -> edfxtp_1
fa+ha+maj area frac -> 4.333%
Synth Cell Area -> 12880 um^2
Max Freq -> 815.3 MHz
GRT Resource Usage Total -> 23.89%
Ports -> 67
Slew Viols, Final -> 0
share of cells above drive strength 1 -> 9.005%
endpoints left unconstrained -> 472
site row count -> 58
CTS tree -> yes
antenna violations before repair -> 0
failing checks -> negative setup slack
clock root buffer -> clkbuf_16
H-tree depth -> 1
Synth mux share -> 4.848%
top cells by count, synth -> edfxtp_1, nor2_1, nand2_1
top comb family, area -> simple AND/OR/NAND/NOR gates
Yosys warning count -> 9
logic area -> 5177 um^2
register area share after synthesis -> 56.66%
area delta synth->final -> 9.851%
Hold Crit Start -> SW[9]
Distinct lib cells used -> 78
GR Overflow Total -> 0
Final Hold Vio Count -> 0
Filler Cell Count -> 2188
setup ws final -> -0.2265 ns
Max-slew headroom -> 38.13%
Post-synth EDFFs -> 215
Syn Inst Count -> 1197
iteration-0 DRC count of the detailed router -> 440
ant diodes -> 0
DIE WIDTH -> 162.5 um
Max-Cap Viols -> 0
[worst max-delay path, delay by kind of cell, from the launching register on]
kind / cells / cell delay, ns
buffers and inverters: 1 / 0.11
flip-flops: 1 / 0.39
multiplexers: 1 / 0.29
[cell type report]
class	count	share of cell area, %
sequential	257	51.58
timing repair buffer	122	7.279
clock buffer	3	0.5306
clock inverter	1	0.02653
tap	330	2.919
multi-input combinational	844	36.60
inverter	39	1.070
[power breakdown]
group | leakage (uW) | internal, uW | switching [uW]
clock network | 0.0000385 | 528 | 228
logic | 0.00287 | 856 | 1120
registers | 0.00258 | 1540 | 98.8
[cells in the final DEF (no fill, tap or decap), drive strengths merged, types with 4 or more instances in the layout]
cell type / netlist / routed
o21ai: 51 / 51
dfxtp: 42 / 42
nand3: 30 / 30
a31oi: 4 / 4
a22oi: 5 / 5
inv: 38 / 38
nor3b: 12 / 12
and2: 7 / 7
a221o: 12 / 12
and4: 4 / 4
xnor2: 21 / 21
buf: 27 / 78
o221ai: 6 / 6
nor4: 4 / 4
a211oi: 7 / 7
nor2: 177 / 177
a21boi: 6 / 6
edfxtp: 215 / 215
conb: 2 / 12
nand2: 150 / 150
mux2: 19 / 19
or3: 4 / 4
o31ai: 8 / 8
nor2b: 33 / 33
xor2: 6 / 6
a221oi: 5 / 5
ha: 43 / 43
nand4: 4 / 4
a22o: 9 / 9
nor3: 10 / 10
a21o: 10 / 10
nand2b: 11 / 11
and3: 9 / 9
clkdlybuf4s50: 0 / 44
mux2i: 41 / 41
a21oi: 69 / 69
o22ai: 9 / 9
[registers in the layout, indices dropped and copies added (netlist names), 2 cells and up]
signal / cells
U.DP.REGFILE.R2: 16
U.DP.REGFILE.R7: 16
U.state: 9
U.DP.C.out: 16
U.DP.REGFILE.R6: 16
U.DP.REGFILE.R4: 16
U.DP.A.out: 16
U.DP.B.out: 16
HEX2: 7
IN.REG.Q: 16
U.Instruct_Reg.out: 16
U.DP.REGFILE.R5: 16
HEX3: 7
HEX1: 7
U.DP.REGFILE.R1: 16
U.DP.REGFILE.R0: 16
HEX0: 7
U.nsel: 3
U.DP.REGFILE.R3: 16
U.DP.STATUS.out: 2
[repair_timing]
item / 4_1_cts / 5_1_grt
setup endpoints to repair: 19 / 8
resized: 38 / 3
setup buffers: 16 / 6
[metrics by stage]
stage               utilization (%)  worst slack (ns)  instance area [um^2]  cells  power (uW)
finish                        56.02           -0.2265                 14150   1596        4366
global placement              55.01           -0.8154                 13890   1570        3501
detailed placement            55.01           -0.8227                 13890   1570        3510
CTS                           55.77           -0.2182                 14080   1590        4345
floorplan                         -           0.09772                 12920   1207        2880
global route                  56.02           -0.2528                 14150   1596        4661
[worst paths after layout]
| kind | end | slack (ns) | cells after the start |
|---|---|---|---|
| worst max-delay path | LEDR[2] | -0.23 | 2 |
| worst min-delay path | IN.REG.Q[13]$_DFFE_PP_ | 0.32 | 2 |
[per-layer routing]
metal | vias up | GRT usage [%] | share of wire [%]
li1 | 4409 | - | -
met1 | 4097 | 37.28 | 44
met2 | 274 | 35.99 | 46
met3 | 14 | 9.299 | 9.1
met4 | 0 | 1.587 | 0.86
met5 | - | 0 | 0
[cell families (layout without fill, tap and decap cells)]
kind of cell    after synthesis  count (layout)
xor+xnor                     27              27
simple gates                467             467
flops                       257             257
mux                          60              60
compound gates              234             234
fa+ha+maj                    44              44
other cells                   2              12
buf+inv                     106             165
Power figures rest on the tool's default switching activity, not on a simulated workload.
